[/design/flow/design.v]
`timescale 1ns / 1ps
module full_adder (
    input A,
    input B,
    input Cin,
    output Sum,
    output Cout
);
    assign Sum = A ^ B ^ Cin;
    assign Cout = (A & B) | (Cin & (A ^ B));
endmodule
`timescale 1ns / 1ps
module ripple_carry_adder_16bit (
    input [15:0] A,
    input [15:0] B,
    output [15:0] Sum,
    output Cout
);
    wire [3:0] C;
    ripple_carry_adder_4bit rca0 (
        .A(A[3:0]),
        .B(B[3:0]),
        .Cin(1'b0),
        .Sum(Sum[3:0]),
        .Cout(C[0])
    );
    ripple_carry_adder_4bit rca1 (
        .A(A[7:4]),
        .B(B[7:4]),
        .Cin(C[0]),
        .Sum(Sum[7:4]),
        .Cout(C[1])
    );
    ripple_carry_adder_4bit rca2 (
        .A(A[11:8]),
        .B(B[11:8]),
        .Cin(C[1]),
        .Sum(Sum[11:8]),
        .Cout(C[2])
    );
    ripple_carry_adder_4bit rca3 (
        .A(A[15:12]),
        .B(B[15:12]),
        .Cin(C[2]),
        .Sum(Sum[15:12]),
        .Cout(Cout)
    );
endmodule
`timescale 1ns / 1ps
module ripple_carry_adder_4bit (
    input [3:0] A,
    input [3:0] B,
    input Cin,
    output [3:0] Sum,
    output Cout
);
    wire [3:0] S;
    wire [3:0] C;
    full_adder fa0 (.A(A[0]), .B(B[0]), .Cin(Cin),  .Sum(S[0]), .Cout(C[0]));
    full_adder fa1 (.A(A[1]), .B(B[1]), .Cin(C[0]), .Sum(S[1]), .Cout(C[1]));
    full_adder fa2 (.A(A[2]), .B(B[2]), .Cin(C[1]), .Sum(S[2]), .Cout(C[2]));
    full_adder fa3 (.A(A[3]), .B(B[3]), .Cin(C[2]), .Sum(S[3]), .Cout(Cout));
    assign Sum = S;
endmodule
[/design/flow/run.sh]
#!/bin/bash
# OpenROAD 26Q1-2900-gdf79404cd8, Yosys 0.63+post, stock flow scripts
make -C /OpenROAD-flow-scripts/flow DESIGN_CONFIG=/design/flow/config.mk WORK_HOME=/design/flow/orfs finish
[/design/flow/config.mk]
export PLATFORM = sky130hd
export DESIGN_NAME = ripple_carry_adder_16bit
export DESIGN_NICKNAME = ripple_carry_adder_16bit
export VERILOG_FILES = /design/flow/design.v
export SDC_FILE = /design/flow/constraint.sdc
export NUM_CORES = 4
export LEC_CHECK = 1
export CORE_AREA = 10 10 70 70
export DIE_AREA = 0 0 80 80
[/design/flow/constraint.sdc]
current_design ripple_carry_adder_16bit

set clk_period 18.9
set clk_io_pct 0.2

create_clock -name clk0 -period $clk_period

set non_clock_inputs [all_inputs -no_clocks]
set_input_delay [expr $clk_period * $clk_io_pct] -clock clk0 $non_clock_inputs
set_output_delay [expr $clk_period * $clk_io_pct] -clock clk0 [all_outputs]
==> results.txt <==
fresh numbers from the pnr run: number of instances in the placed design 116, minimum clock period 14.61 ns, # Post-CTS Setup Buffers 0, Syn-to-layout area delta 94.7%, Min-Delay Path Class in2out, GRT Total Usage 4.56%, fin util 25.8%, Port Buffers 49, static leakage 0.337 nW, Starting Density 13.2%, die height 80 um, Slew @ Worst Pin 0.109 ns, Peak supply drop 9.83 uV, CP Capture Type output port, power density over cell area 30.6 nW/um2, Die Wd 80 um, vias 363, cts repair resizes 0, drt initial violations 1, Final Cycle Share 77.3%, CTS Hold Buffers Added 0, Gate Count Post-Synth 37, crit-path max FO 1, Chip Area, Yosys 452 um2, FMAX 68.4 MHz, Tool Warnings 32, GP Congestion 0.843, Rows 21, Slew headroom 92.7%, layout cells sized above 1 0%, vias per inst 3.13, hold path depth 3, kind of critical path in2out, Setup-failing EPs final 0, syn avg cell area 12.2 um2, # clk buffers 0, first-pass GRT wire length 2300 um, largest net degree at the start of global routing 2, RSZ-0062 raised after global routing no, Hold Fails Final Rpt 0, Seq share, synth 0%, ANT nets after route 0, die area 6400 um2, fin cells 116, flop count 0, PnR Total Power 0.0269 mW, antenna violations before repair 0, outcome completed, DR DRC count 0, pins over their slew limit 0, hpwl dp 1450 um, # IOs 49, diode count 0, synthesized area 452 um2, final wirelength 1460 um, TritonRoute pass-1 iters 2, Setup crit start kind primary input, WL/cell 12.6 um, Ys Warns 0, WHS 8.59 ns, vias in the first global route 415, Hold Startpoint B[0], WHS Endpoint Sum[0], worst path arrival time 10.83 ns, Yosys Instances 37, final setup TNS 0 ns, max-cap violations 0, count of different cell masters after synthesis 4, Flop area 0 um2, GRT overflow 0, Required @ worst endpoint 15.12 ns, Core Footprint 3420 um2
[per-layer routing]
layer	vias up	track usage (%)	share of wire (%)
met4	0	0	0
met1	157	5.81	39
met5	-	0	0
met2	49	5.14	29
met3	0	5.23	32
li1	157	-	-
[stage by stage]
stage | setup WS [ns] | cell area (um2)
floorplan | 5.28 | 452
global placement | 4.25 | 880
detailed placement | 4.24 | 880
CTS | 4.24 | 880
global route | 4.10 | 880
finish | 4.29 | 880
[worst max path at each step]
stage	end	slack, ns	depth (start not counted)	from
CTS	Sum[15]	4.24	20	A[0]
global route	Sum[15]	4.10	20	A[0]
finish	Sum[15]	4.29	20	A[0]
[Yosys cell counts]
master	n	area [um2]
buf_4	16	120
fa_1	15	300
ha_1	1	12.5
inv_1	5	18.8
[where the power goes]
group          leakage (nW)  internal [mW]  switching (mW)  total [mW]
clock network             0              0               0           0
logic                 0.337         0.0202         0.00673      0.0269
registers                 0              0               0           0
total                 0.337         0.0202         0.00673      0.0269
[layout make-up]
type | instances | area (um2)
inverters | 5 | 18.8
well taps | 46 | 57.6
multi-input cells | 16 | 313
repair buffers | 49 | 490
fillers | 365 | 2540
[cells by family after synthesis]
| logic type | share of synthesized area [%] |
|---|---|
| adders and majority gates | 69.3 |
| buffers and inverters | 30.7 |
[cell usage in the layout, fill, tap and decap left out]
master,Yosys,routed
clkdlybuf4s50_1,0,49
fa_1,15,15
inv_1,5,5
ha_1,1,1
[critical path: stages]
cell and delay, ns:
clkdlybuf4s50_1 0.41, ha_1 0.21, fa_1 0.38, fa_1 0.40, fa_1 0.40, fa_1 0.39, fa_1 0.39, fa_1 0.38
fa_1 0.38, fa_1 0.39, fa_1 0.38, fa_1 0.38, fa_1 0.39, fa_1 0.39, fa_1 0.39, fa_1 0.39
inv_1 0.08, fa_1 0.40, inv_1 0.06, clkdlybuf4s50_1 0.47
No activity file was given, so power comes from the tool's default toggle rates.
